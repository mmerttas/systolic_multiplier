==> flow/design.v <==
`timescale 1ns / 1ps
module PE_int8( input  wire         clk, 
                input  wire         rst,
                input  wire signed [7: 0] x_in, 
                input  wire signed [7: 0] y_in, 
                output reg  signed [7: 0] x_out,  
                output reg  signed [7: 0] y_out,
                output reg  signed [15:0] result 
    ); 
    wire signed [15:0] mult;
    reg  signed [15:0] result_reg; 
    assign mult = x_in*y_in;  
    always@(posedge clk) begin 
        if(rst) begin 
            result     <= 16'b0; 
            x_out      <= 8'b0; 
            y_out      <= 8'b0; 
        end 
        else begin 
            y_out      <= y_in; 
            x_out      <= x_in; 
            result     <= result + mult; 
        end 
    end 
endmodule
`timescale 1ns / 1ps
module systolic_4x4(    input  wire clk, 
                        input  wire rst, 
                        input  wire signed [7 : 0] x_i [3: 0], 
                        input  wire signed [7 : 0] y_i [3: 0],
                        output reg  signed [15: 0] out [15: 0]  
        );
    integer i;
    integer k;
    reg  signed [7 : 0] x_o [15: 0]; 
    reg  signed [7 : 0] y_o [15: 0]; 
    reg  signed [15: 0] r_o [15: 0]; 
    reg  [3: 0] counter;
    reg  done; 
    PE_int8 Pe_00 (.clk(clk), .rst(rst), .x_in(x_i[0]), .y_in(y_i[0]), .x_out(x_o[0]), .y_out(y_o[0]), .result(r_o[0]));
    PE_int8 Pe_01 (.clk(clk), .rst(rst), .x_in(x_o[0]), .y_in(y_i[1]), .x_out(x_o[1]), .y_out(y_o[1]), .result(r_o[1]));
    PE_int8 Pe_02 (.clk(clk), .rst(rst), .x_in(x_o[1]), .y_in(y_i[2]), .x_out(x_o[2]), .y_out(y_o[2]), .result(r_o[2]));
    PE_int8 Pe_03 (.clk(clk), .rst(rst), .x_in(x_o[2]), .y_in(y_i[3]), .x_out(x_o[3]), .y_out(y_o[3]), .result(r_o[3]));
    PE_int8 Pe_10 (.clk(clk), .rst(rst), .x_in(x_i[1]), .y_in(y_o[0]), .x_out(x_o[4]), .y_out(y_o[4]), .result(r_o[4]));
    PE_int8 Pe_11 (.clk(clk), .rst(rst), .x_in(x_o[4]), .y_in(y_o[1]), .x_out(x_o[5]), .y_out(y_o[5]), .result(r_o[5]));
    PE_int8 Pe_12 (.clk(clk), .rst(rst), .x_in(x_o[5]), .y_in(y_o[2]), .x_out(x_o[6]), .y_out(y_o[6]), .result(r_o[6]));
    PE_int8 Pe_13 (.clk(clk), .rst(rst), .x_in(x_o[6]), .y_in(y_o[3]), .x_out(x_o[7]), .y_out(y_o[7]), .result(r_o[7]));
    PE_int8 Pe_20 (.clk(clk), .rst(rst), .x_in(x_i[2]) , .y_in(y_o[4]), .x_out(x_o[8]),  .y_out(y_o[8]),   .result(r_o[8]));
    PE_int8 Pe_21 (.clk(clk), .rst(rst), .x_in(x_o[8]) , .y_in(y_o[5]), .x_out(x_o[9]),  .y_out(y_o[9]),   .result(r_o[9]));
    PE_int8 Pe_22 (.clk(clk), .rst(rst), .x_in(x_o[9]) , .y_in(y_o[6]), .x_out(x_o[10]), .y_out(y_o[10]),  .result(r_o[10]));
    PE_int8 Pe_23 (.clk(clk), .rst(rst), .x_in(x_o[10]), .y_in(y_o[7]), .x_out(x_o[11]), .y_out(y_o[11]),  .result(r_o[11]));
    PE_int8 Pe_30 (.clk(clk), .rst(rst), .x_in(x_i[3]),  .y_in(y_o[8]),  .x_out(x_o[12]), .y_out(y_o[12]), .result(r_o[12]));
    PE_int8 Pe_31 (.clk(clk), .rst(rst), .x_in(x_o[12]), .y_in(y_o[9]),  .x_out(x_o[13]), .y_out(y_o[13]), .result(r_o[13]));
    PE_int8 Pe_32 (.clk(clk), .rst(rst), .x_in(x_o[13]), .y_in(y_o[10]), .x_out(x_o[14]), .y_out(y_o[14]), .result(r_o[14]));
    PE_int8 Pe_33 (.clk(clk), .rst(rst), .x_in(x_o[14]), .y_in(y_o[11]), .x_out(x_o[15]), .y_out(y_o[15]), .result(r_o[15]));
    always @(posedge clk) begin
        if(rst) begin 
            for (i = 0; i < 16; i = i + 1) begin 
                out[i] <= 16'b0; 
            end 
                done      <= 1'b0;
                counter   <= 4'd0;
        end 
        else begin 
            if(counter == 4'd10) begin 
                for (k = 0; k < 16; k = k + 1) begin 
                    out[k] <= r_o[k]; 
                end 
                done    <= 1'b1; 
                counter <= 4'd0;   
            end 
            else begin 
                done    <= 1'b0; 
                counter <= counter + 1'b1; 
            end 
        end 
    end 
endmodule    
==> flow/run.sh <==
#!/bin/bash
# OpenROAD 26Q1-2900-gdf79404cd8, Yosys 0.63+post, stock flow scripts
make -C /OpenROAD-flow-scripts/flow DESIGN_CONFIG=/design/flow/config.mk WORK_HOME=/design/flow/orfs finish
==> flow/config.mk <==
export PLATFORM = sky130hd
export DESIGN_NAME = systolic_4x4
export DESIGN_NICKNAME = systolic_4x4
export VERILOG_FILES = /design/flow/design.v
export SDC_FILE = /design/flow/constraint.sdc
export NUM_CORES = 4
export LEC_CHECK = 1
export CORE_UTILIZATION = 40
export SYNTH_HDL_FRONTEND = slang
==> flow/constraint.sdc <==
current_design systolic_4x4

set clk_period 13.4
set clk_io_pct 0.2

create_clock -name clk0 -period $clk_period [get_ports {clk}]

set non_clock_inputs [all_inputs -no_clocks]
set_input_delay [expr $clk_period * $clk_io_pct] -clock clk0 $non_clock_inputs
set_output_delay [expr $clk_period * $clk_io_pct] -clock clk0 [all_outputs]
==> report_table.html <==
<h3>Flow metrics</h3>
<table>
<tr><th>Metric</th><th>Value</th></tr>
<tr><th colspan="2">Floorplan</th></tr>
<tr><td># rows</td><td>148</td></tr>
<tr><td>I/O pins</td><td>322</td></tr>
<tr><td>Core Footprint</td><td>163000 um2</td></tr>
<tr><td>Initial Utilization</td><td>40.4%</td></tr>
<tr><td>Die outline area</td><td>167000 um2</td></tr>
<tr><td>Chip Height</td><td>408 um</td></tr>
<tr><td>Horizontal die dimension</td><td>408 um</td></tr>
<tr><th colspan="2">GRT</th></tr>
<tr><td>Global router's overall resource usage</td><td>18.6%</td></tr>
<tr><td>Number of antenna violations at the first check in global routing</td><td>1</td></tr>
<tr><td>Maximum number of pins on one net before global-route repair</td><td>93</td></tr>
<tr><td>Met1 GRT Util</td><td>27.6%</td></tr>
<tr><td>Vias in the first global route</td><td>46600</td></tr>
<tr><td>Routing layer with the top usage in global route</td><td>met2</td></tr>
<tr><td>Met2 track demand over resource in global routing</td><td>28.3%</td></tr>
<tr><td>Global routing usage on met3</td><td>6.18%</td></tr>
<tr><td>Congestion Overflow GR</td><td>0</td></tr>
<tr><td>Wire length of the first global-routing pass</td><td>240 mm</td></tr>
<tr><th colspan="2">STA</th></tr>
<tr><td>Final slew viol count</td><td>0</td></tr>
<tr><td>Final critical delay including setup and external delays</td><td>7440 ps</td></tr>
<tr><td>Final Setup Violations</td><td>0</td></tr>
<tr><td>Worst Skew</td><td>29.5 ps</td></tr>
<tr><td>Fin. Hold Viols</td><td>0</td></tr>
<tr><td>Worst slew margin relative to its limit</td><td>51.3%</td></tr>
<tr><td>Setup repair after global routing missed its margin</td><td>no</td></tr>
<tr><td>Setup TNS after final layout</td><td>0 ps</td></tr>
<tr><td>Share of the cycle needed by the critical path after routing</td><td>55.5%</td></tr>
<tr><td>Highest attainable clock frequency</td><td>0.134 GHz</td></tr>
<tr><td>Measured slew at the worst slew-check pin</td><td>730 ps</td></tr>
<tr><th colspan="2">Synth</th></tr>
<tr><td>Top cell types by occurrence after synthesis</td><td>sky130_fd_sc_hd__fa_1, sky130_fd_sc_hd__inv_1, sky130_fd_sc_hd__nand2_1</td></tr>
<tr><td>Top cell type by instance count after synthesis</td><td>sky130_fd_sc_hd__fa_1</td></tr>
<tr><td>Most common flop cell mapped by yosys</td><td>sky130_fd_sc_hd__dfxtp_1</td></tr>
<tr><td>Top cell type by total area after synthesis</td><td>sky130_fd_sc_hd__fa_1</td></tr>
<tr><td>Number of synthesized flops with an enable pin</td><td>0</td></tr>
<tr><td>Mapped Avg Cell Area</td><td>9.63 um2</td></tr>
<tr><td>Portion of synthesized cell area occupied by the leading cell type</td><td>34.4%</td></tr>
<tr><td>Async set-or-reset flop fraction in the synthesized netlist</td><td>0%</td></tr>
<tr><td>Syn Std Cell Area</td><td>66000 um2</td></tr>
<tr><td>Warnings from Yosys</td><td>0</td></tr>
<tr><td>Chip Area, Yosys</td><td>66000 um2</td></tr>
<tr><td>Number of instances in the synthesized netlist</td><td>6853</td></tr>
<tr><td>Cell total in the yosys stat output</td><td>6853</td></tr>
<tr><td>Register share after synthesis</td><td>21.5%</td></tr>
<tr><td>Unique masters post-synth</td><td>43</td></tr>
<tr><td>Yosys reg bits</td><td>708</td></tr>
<tr><td>Top area cell types</td><td>sky130_fd_sc_hd__fa_1, sky130_fd_sc_hd__dfxtp_1, sky130_fd_sc_hd__ha_1</td></tr>
<tr><th colspan="2">Power and ir drop</th></tr>
<tr><td>Sw frac</td><td>37.5%</td></tr>
<tr><td>Total Power</td><td>9.45 mW</td></tr>
<tr><td>Maximum ir drop on the vdd rail</td><td>0.168 mV</td></tr>
<tr><td>Internal portion of total power</td><td>5.91 mW</td></tr>
<tr><td>Seq pwr share</td><td>27.6%</td></tr>
<tr><td>Power share of the combinational group</td><td>45.0%</td></tr>
<tr><td>Share of total power in the clock network</td><td>27.4%</td></tr>
<tr><td>Cell leakage power</td><td>35.6 nW</td></tr>
<tr><td>Reported net switching power</td><td>3.55 mW</td></tr>
<tr><td>Total power divided by cell area</td><td>127 nW/um2</td></tr>
<tr><th colspan="2">Clock tree</th></tr>
<tr><td>Number of clock sinks seen by CTS</td><td>708</td></tr>
<tr><td>Clock tree root buffer cell</td><td>sky130_fd_sc_hd__clkbuf_16</td></tr>
<tr><td>TritonCTS buffer count</td><td>88</td></tr>
<tr><td>H-tree levels</td><td>3</td></tr>
<tr><td>Clock transition at the registers of the reported paths</td><td>60 ps</td></tr>
<tr><td>CTS Buffer Depth</td><td>3</td></tr>
<tr><td>Post-CTS Hold Buffers</td><td>0</td></tr>
<tr><td>Resized cells post-CTS</td><td>0</td></tr>
<tr><td>Clock latency on the worst-skew pair</td><td>720 ps</td></tr>
<tr><td>Clock tree from TritonCTS</td><td>done</td></tr>
<tr><td>Number of post-CTS setup repair buffers</td><td>0</td></tr>
<tr><th colspan="2">Layout</th></tr>
<tr><td>Fill cell total of the finished layout</td><td>15100</td></tr>
<tr><td>Max FFs per register</td><td>256</td></tr>
<tr><td>Largest Register</td><td>out</td></tr>
<tr><td>Share of layout cells above drive strength 1</td><td>2.78%</td></tr>
<tr><td>Syn-to-layout area delta</td><td>12.9%</td></tr>
<tr><th colspan="2">Routing</th></tr>
<tr><td>Initial detailed-routing violation count</td><td>1450</td></tr>
<tr><td>Length of the first detailed-routing pass in iterations</td><td>5</td></tr>
<tr><td>Mean routed wirelength per cell</td><td>15.0 um</td></tr>
<tr><td>Routed vias/inst</td><td>4.66</td></tr>
<tr><td>Total Wirelength</td><td>140 mm</td></tr>
<tr><td>Tally of nets with antenna violations remaining after routing</td><td>0</td></tr>
<tr><td>Diodes inserted</td><td>0</td></tr>
<tr><td>Count of unresolved DRC violations after routing</td><td>0</td></tr>
<tr><td>Via Count</td><td>43500</td></tr>
<tr><th colspan="2">Job</th></tr>
<tr><td>Count of maximum capacitance violations</td><td>0</td></tr>
<tr><td>Number of logged tool warnings</td><td>42</td></tr>
<tr><th colspan="2">Setup path</th></tr>
<tr><td>Worst setup EP type</td><td>flip-flop</td></tr>
<tr><td>Critical path fanouts, max</td><td>9</td></tr>
<tr><td>Type of element launching the critical path</td><td>input port</td></tr>
<tr><td>Crit path DAT</td><td>7990 ps</td></tr>
<tr><td>Setup CP Type</td><td>input port to flip-flop</td></tr>
<tr><td>Launching element of the worst setup path</td><td>y_i[24]</td></tr>
<tr><td>Startpoint of the lowest-slack register-to-register path</td><td>Pe_12.y_out[0]$_SDFF_PP0_</td></tr>
<tr><td>Data required time of the worst path</td><td>13960 ps</td></tr>
<tr><th colspan="2">Place</th></tr>
<tr><td># port buffers</td><td>321</td></tr>
<tr><td>HPWL Detailed</td><td>112 mm</td></tr>
<tr><td>Final estimated routing congestion in global placement</td><td>0.896</td></tr>
<tr><th colspan="2">Status</th></tr>
<tr><td>Status</td><td>complete, no violations</td></tr>
<tr><th colspan="2">Min path</th></tr>
<tr><td>Hold Startpoint</td><td>Pe_03.result[1]$_SDFF_PP0_</td></tr>
<tr><td>Min-Delay Path Class</td><td>flip-flop to flip-flop</td></tr>
</table>
==> final cells by class <==
type | instances | area (um2) | area share [%]
clock buffer | 116 | 2540 | 3.41
clock inverter | 44 | 624 | 0.838
inverter | 1145 | 4300 | 5.77
multi-input combinational | 4809 | 46800 | 62.8
sequential | 708 | 14200 | 19.0
tap | 2175 | 2720 | 3.65
timing repair buffer | 342 | 3380 | 4.53
==> power by group through the flow <==
stage / registers [mW] / clock network (mW) / logic, mW
finish: 2.61 / 2.59 / 4.26
CTS: 2.62 / 2.68 / 4.33
global route: 2.65 / 2.76 / 5.01
==> path summary, 6_finish.rpt <==
kind                                                     to  slack (ps)  depth (start not counted)
worst min register to register         out[49]$_SDFFE_PP0P_         450                          2
worst max register to register  Pe_22.result[15]$_SDFF_PP0_        7900                         15
worst max-delay path            Pe_03.result[14]$_SDFF_PP0_        5960                         16
worst min-delay path                   out[49]$_SDFFE_PP0P_         450                          2
==> per-layer routing <==
| metal | vias to the layer above | share of wire [%] |
|---|---|---|
| met5 | - | 0.013 |
| met4 | 2 | 2.0 |
| met3 | 155 | 7.5 |
| met2 | 909 | 46 |
| met1 | 21200 | 45 |
| li1 | 21300 | - |
==> per-stage QoR <==
step | setup slack [ps] | hold WS (ps) | instance area [um2] | util (%) | cells
final | 5960 | 446 | 74500 | 45.6 | 9339
after global routing | 5500 | 468 | 74500 | 45.6 | 9339
after CTS | 6020 | 452 | 74500 | 45.6 | 9339
after detailed placement | 5260 | 444 | 71400 | 43.7 | 9179
after global placement | 5250 | 444 | 71400 | 43.7 | 9179
after floorplan | 6080 | 422 | 66000 | - | 6853
==> critical path, stage by stage <==
cell	delay, ps
sky130_fd_sc_hd__clkdlybuf4s50_1	690
sky130_fd_sc_hd__and2_1	540
sky130_fd_sc_hd__inv_1	110
sky130_fd_sc_hd__fa_1	490
sky130_fd_sc_hd__inv_1	50
sky130_fd_sc_hd__fa_1	480
sky130_fd_sc_hd__fa_1	560
sky130_fd_sc_hd__fa_1	430
sky130_fd_sc_hd__fa_1	440
sky130_fd_sc_hd__ha_1	340
sky130_fd_sc_hd__and2_1	170
sky130_fd_sc_hd__a21boi_0	270
sky130_fd_sc_hd__o21ai_0	180
sky130_fd_sc_hd__a221oi_1	310
sky130_fd_sc_hd__xor2_1	190
sky130_fd_sc_hd__nor2_1	50
==> placed cells by master (no fill, tap or decap), types with 91 or more instances in the layout <==
cell type / count
sky130_fd_sc_hd__a21oi_1: 344
sky130_fd_sc_hd__and2_1: 524
sky130_fd_sc_hd__clkbuf_16: 91
sky130_fd_sc_hd__clkdlybuf4s50_1: 320
sky130_fd_sc_hd__dfxtp_1: 708
sky130_fd_sc_hd__fa_1: 1136
sky130_fd_sc_hd__ha_1: 594
sky130_fd_sc_hd__inv_1: 1131
sky130_fd_sc_hd__nand2_1: 942
sky130_fd_sc_hd__nor2_1: 316
sky130_fd_sc_hd__nor2b_1: 289
sky130_fd_sc_hd__xnor2_1: 233
==> cells by family after synthesis <==
family	share of synthesized area [%]
buf+inv	7.62
compound gates	5.35
mux	0.154
fa+ha+maj	45.7
xor+xnor	4.09
simple gates	15.6
flops	21.5
Power is estimated from default activity; no workload was simulated.
